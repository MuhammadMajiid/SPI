### design.v
`timescale 1ns/1ps
module mstr_spi
#(
    parameter BUS = 4,
              TICKS_PER_HALF = 2
)(
   input              clk,
   input  logic       arst_n,
   input  logic [1:0] mode,
   input  logic [BUS-1:0] tx_byte,
   input  logic           tx_vld,
   output logic [BUS-1:0] rx_byte,
   output logic           rx_vld,
   input  logic miso,
   output logic mosi,
   output logic sclk
);
localparam CNT_SZ = $clog2(TICKS_PER_HALF*2)-1;
logic [CNT_SZ:0] tick_crnt, tick_nxt;
logic [$clog2(BUS)-1:0] frame_r, frame_nxt; 
logic [BUS-1:0] tx_byte_nxt, tx_byte_r;
logic [BUS-1:0] rx_byte_nxt, rx_byte_r;
logic cpol, cpha;
logic spi_clk_mid, spi_clk_fin;
logic tx_bit;
typedef enum logic [1:0] {IDLE, CPHA_DL, LOW, HIGH} state_t;
state_t state_crnt;
state_t state_nxt;
assign cpha     = mode[0];
assign cpol     = mode[1];
assign rx_vld   = (state_crnt == IDLE);
always_ff @(posedge clk or negedge arst_n) begin
    if (!arst_n) begin
      state_crnt  <= IDLE;
      tick_crnt   <= 0;
      frame_r     <= 0;
      tx_byte_r   <= 0;
      rx_byte_r   <= 0;
    end
    else begin
      state_crnt <= state_nxt;
      tick_crnt  <= tick_nxt;
      frame_r    <= frame_nxt;
      tx_byte_r  <= tx_byte_nxt;
      rx_byte_r  <= rx_byte_nxt;
    end
end
always_comb begin
   state_nxt   = state_crnt;
   tick_nxt    = tick_crnt;
   frame_nxt   = frame_r;
   tx_byte_nxt = tx_byte_r;
   rx_byte_nxt = rx_byte_r;
   tx_bit      = 1'b0;
   case (state_crnt)
      IDLE: begin
         if (tx_vld) begin
            tx_byte_nxt = tx_byte;
            tick_nxt    = 0;
            frame_nxt   = 0;
            if (cpha) state_nxt = CPHA_DL;
            else      state_nxt = LOW;
         end
      end
      CPHA_DL: begin
         if (tick_crnt == (TICKS_PER_HALF - 1)) begin
            state_nxt  = LOW;
            tick_nxt   = 0;
         end
         else tick_nxt = tick_crnt + 1'b1;
      end
      LOW: begin
         if (tick_crnt == (TICKS_PER_HALF - 1)) begin
            state_nxt      = HIGH;
            tick_nxt       = 0;
            tx_bit         = tx_byte_r[BUS-1];
            tx_byte_nxt    = tx_byte_r << 1;
            rx_byte_nxt[0] = miso;
         end
         else tick_nxt     = tick_crnt + 1'b1;
      end
      HIGH: begin
         if (tick_crnt == (TICKS_PER_HALF - 1)) begin
            if (frame_nxt == (BUS -1)) state_nxt = IDLE;
            else begin
               state_nxt   = LOW;
               tick_nxt    = 0;
               rx_byte_nxt = rx_byte_r << 1;
               frame_nxt   = frame_r + 1'b1;
            end
         end
         else   tick_nxt = tick_crnt + 1'b1;
      end
   endcase
end
assign spi_clk_mid = ((state_nxt == HIGH) && !cpha) || ((state_nxt == LOW) && cpha);
assign spi_clk_fin = cpol ? !spi_clk_mid : spi_clk_mid;
assign sclk    = spi_clk_fin;
assign mosi    = tx_bit;
assign rx_byte = rx_vld ? rx_byte_r : 0;
endmodule
### run.sh
#!/bin/bash
# OpenROAD 26Q1-2900-gdf79404cd8, Yosys 0.63+post, stock flow scripts
make -C /OpenROAD-flow-scripts/flow DESIGN_CONFIG=/design/flow/config.mk WORK_HOME=/design/flow/orfs finish
### config.mk
export PLATFORM = sky130hd
export DESIGN_NAME = mstr_spi
export DESIGN_NICKNAME = mstr_spi
export VERILOG_FILES = /design/flow/design.v
export SDC_FILE = /design/flow/constraint.sdc
export NUM_CORES = 4
export LEC_CHECK = 1
export CORE_AREA = 10 10 98 98
export DIE_AREA = 0 0 108 108
### constraint.sdc
current_design mstr_spi

set clk_period 2.9
set clk_io_pct 0.2

create_clock -name clk0 -period $clk_period [get_ports {clk}]

set non_clock_inputs [all_inputs -no_clocks]
set_input_delay [expr $clk_period * $clk_io_pct] -clock clk0 $non_clock_inputs
set_output_delay [expr $clk_period * $clk_io_pct] -clock clk0 [all_outputs]
==> impl_metrics.env <==
# yosys + openroad results
export IMPL_worst_clock_skew_ns=0.000550
export IMPL_cpPeakStageDelay_ns=0.48
export IMPL_cts_tree="built"
export IMPL_tool_warnings=25
export IMPL_drc=0
export IMPL_crit_top_cell="mux2i_1"
export IMPL_worstSkewPairLatency_ns=0.24
export IMPL_rows=32
export IMPL_rsz0062_at_grt="no"
export IMPL_area_growth_pct=37.8
export IMPL_comb_area_um2=399
export IMPL_wl_per_cell_um=9.66
export IMPL_overflow=0
export IMPL_initial_core_util=0.110
export IMPL_synth_cells=80
export IMPL_cts_sinks=16
export IMPL_drt_pass1_iter_count=4
export IMPL_core_area_um2=7650
export IMPL_ys_ff=16
export IMPL_clk_path_buf_depth=2
export IMPL_area_leaders="dfrtp_1 (45%), mux2i_1 (7.2%), mux2_2 (6.7%)"
export IMPL_cts_root_buf="clkbuf_8"
export IMPL_clk_pin_slew_ns=0.06
export IMPL_crit_chain="or2_2 -> mux2i_1 -> mux2i_1 -> nand2_1 -> xnor2_1 -> clkdlybuf4s50_1"
export IMPL_layout_drive_gt1_share=0.156
export IMPL_worst_hold_slack_ns=0.509
export IMPL_cts_resized=0
export IMPL_n_antenna_cell=0
export IMPL_ioPinCount=17
export IMPL_gp_congestion=0.755
export IMPL_drt_total_wl_um=1910
export IMPL_yosys_cell_types_count=27
export IMPL_die_w_um=108
export IMPL_first_global_vias=653
export IMPL_hold_viol=0
export IMPL_crit_path_start_kind="flip-flop"
export IMPL_irDropWorstVdd_mv=0.251
export IMPL_antenna_found_initial=0
export IMPL_dp_hpwl_um=1530
export IMPL_cp_required_ns=2.32
export IMPL_via_count=618
export IMPL_p_leak_nw=0.476
export IMPL_finalCriticalPeriod_ns=2.73
export IMPL_vias_per_cell=3.12
export IMPL_setup_violations=0
export IMPL_cts_hold_buf=0
export IMPL_finalCritPeriodShare=0.942
export IMPL_cts_buffers=3
export IMPL_grt_pass1_wl_um=3150
export IMPL_grt_max_degree=17
export IMPL_path_buffers=1
export IMPL_yosysCellCount=80
export IMPL_criticalPathCategory="reg -> out"
export IMPL_netlist_top_cell_by_area="dfrtp_1"
export IMPL_synth_chip_area_um2=838
export IMPL_seqCellArea_um2=402
export IMPL_htreeDepth=1
export IMPL_fillers=847
export IMPL_cpLargestDelayFamily="buffers and inverters"
export IMPL_max_cap_viol_count=0
export IMPL_crit_arrival_ns=2.15
export IMPL_fp_dieH_um=108
export IMPL_top_cells_by_count="dfrtp_1 (15), nand2_1 (8), nor2_1 (7)"
export IMPL_power_density_nw_per_um2=827
export IMPL_die_area_um2=11700
export IMPL_synth_seq_share=0.479
export IMPL_cts_setup_buffers=0
export IMPL_max_clock_freq_mhz=366
export IMPL_yosys_warnings=1
export IMPL_grt_usage=0.0341
export IMPL_relSlewSlack=0.523
export IMPL_ff_type="dfrtp_1"
export IMPL_drt_iter0_drc=36
export IMPL_top_cell="dfrtp_1"
export IMPL_netlist_area_leader_share=0.448
export IMPL_synthArstFlopShare=1.00
export IMPL_antenna_left=0
export IMPL_syn_area_um2=838
export IMPL_edf_count=0
export IMPL_status="completed"
export IMPL_tightestPinTransition_ns=0.713
export IMPL_path_max_fanout=8
export IMPL_io_buffers=16
export IMPL_endpoint_kind="primary output"
export IMPL_syn_avg_cell_area_um2=10.5
export IMPL_worstHoldPathType="reg -> reg"
export IMPL_slowest_stage="clkdlybuf4s50_1"
export IMPL_report_final_slew_viol_count=0
export IMPL_setup_tns_ns=0
[path summary, 6_finish.rpt]
kind,cells after the start,startpoint,end,slack (ns)
worst max-delay path,6,flip-flop,sclk,0.17
worst min-delay path,1,tick_crnt[1],tick_crnt[1],0.51
worst max register to register,5,tick_crnt[1],rx_byte_r[1],1.21
worst min register to register,1,tick_crnt[1],tick_crnt[1],0.51
max in group asynchronous,1,arst_n,frame_r[1],1.69
min in group asynchronous,1,arst_n,asynchronous set/reset pin,0.76
[report_power, final]
part           switching (W)  total (W)  internal (W)
Sequential         0.0000767   0.000384      0.000307
Clock              0.0000734   0.000194      0.000120
Combinational       0.000169   0.000378      0.000209
Total               0.000319   0.000955      0.000636
[metrics by stage]
step,util,power (W),area [um2],cells,setup slack (ns)
after floorplan,-,0.000684,838,80,1.04
after global placement,0.144,0.000764,1100,194,0.272
after detailed placement,0.144,0.000769,1100,194,0.254
after CTS,0.151,0.000969,1150,198,0.133
after global routing,0.151,0.00104,1150,198,0.0217
final,0.151,0.000955,1150,198,0.170
[layer usage]
layer,track usage,share of wire,vias to the layer above
met1,0.0443,0.45,298
met3,0.0175,0.083,2
li1,-,-,307
met4,0.00382,0.012,0
met2,0.0513,0.46,11
met5,0,0,-
[flip-flops by register name (all words and copies together), names as in the netlist, named ones only]
signal	count
rx_byte_r	4
tx_byte_r	4
state_crnt	3
frame_r	2
tick_crnt	2
[logic make-up (layout without fill, tap and decap cells)]
| logic type | after synthesis | in the layout | synth area share |
|---|---|---|---|
| DFF | 16 | 16 | 0.479 |
| AOI/OAI and AO/OA | 13 | 13 | 0.110 |
| adders and majority gates | 1 | 1 | 0.0149 |
| xor gates and xnor gates | 1 | 1 | 0.0104 |
| muxes | 11 | 11 | 0.139 |
| buffers and inverters | 7 | 23 | 0.0448 |
| and+or+nand+nor | 31 | 31 | 0.202 |
[cell type report]
| class | instances | share of cell area |
|---|---|---|
| clock buffers | 4 | 0.0477 |
| inverters | 3 | 0.00975 |
| multi-input cells | 57 | 0.346 |
| flip-flops and latches | 16 | 0.348 |
| well taps | 102 | 0.111 |
| repair buffers | 16 | 0.139 |
[placed cells by master, fill, tap and decap left out, types with 3 or more instances in the layout]
master,synthesis,final
mux2_2,5,5
and2_1,5,5
a21oi_1,5,5
nor2_1,7,7
dfrtp_1,15,15
mux2i_1,6,6
inv_1,3,3
nand2_1,8,8
clkbuf_8,0,4
clkdlybuf4s50_1,0,16
Power is estimated from default activity; no workload was simulated.
